`flow/run.sh`:
```
#!/bin/bash
# OpenROAD 26Q1-2900-gdf79404cd8, Yosys 0.63+post, stock flow scripts
make -C /OpenROAD-flow-scripts/flow DESIGN_CONFIG=/design/flow/config.mk WORK_HOME=/design/flow/orfs finish
```
`flow/config.mk`:
```
export PLATFORM = sky130hd
export DESIGN_NAME = basys3_leds_demo
export DESIGN_NICKNAME = basys3_leds_demo
export VERILOG_FILES = /design/flow/design.v
export SDC_FILE = /design/flow/constraint.sdc
export NUM_CORES = 4
export LEC_CHECK = 1
export CORE_UTILIZATION = 40
export SYNTH_HDL_FRONTEND = slang
```
`flow/constraint.sdc`:
```
current_design basys3_leds_demo

set clk_period 3.1
set clk_io_pct 0.2

create_clock -name clk0 -period $clk_period [get_ports {clk}]

set non_clock_inputs [all_inputs -no_clocks]
set_input_delay [expr $clk_period * $clk_io_pct] -clock clk0 $non_clock_inputs
set_output_delay [expr $clk_period * $clk_io_pct] -clock clk0 [all_outputs]
```
`flow/design.v`:
```
module basys3_leds_demo(
    input  clk,          
    output [15:0] led    
    );
    reg [21:0] refresh_clk_counter = 0;
    reg [15:0] binary_count = 0;  
    always @(posedge clk) begin
        refresh_clk_counter <= refresh_clk_counter + 1;  
        if(refresh_clk_counter==0) begin
             binary_count <= binary_count + 1;   
        end
    end
    assign led = binary_count[15:0];
endmodule
```
==> results.txt <==
Physical implementation.

- By area the synthesized netlist is led by sky130_fd_sc_hd__edfxtp_1 28%, sky130_fd_sc_hd__dfxtp_1 26%, sky130_fd_sc_hd__xnor2_1 13%, sky130_fd_sc_hd__nand3_1 5.3%, sky130_fd_sc_hd__xor2_1 4.1%.
- The core region is 4058 sq um.
- The final antenna diode tally reported by the flow is 0.
- The antenna violation net count after detailed routing is 0.
- The first-pass iteration count of the detailed router is 4.
- After routing, the total negative slack on setup checks comes to 0 ns.
- Yosys stat counts 149 cells in the synthesized netlist.
- The later-pin clock latency in the skew report is 0.29 ns.
- The floorplan-stage core utilization is 41.97%.
- The wire length per cell is 12.16 microns.
- For this design, the sink count on the clock tree is 38.
- The die extent in y is 67.25 microns.
- The gate-level netlist out of Yosys references 23 unique cell types.
- Counting the buffers created by CTS gives 5.
- The number of core rows is 23.
- The stat command in Yosys gives a chip area of 1703 sq um.
- The fraction of synthesized area in multiplexers is 0%.
- The logs give a warning total of 26.
- The internal power contribution is 0.6701 mW.
- The total wire length after detailed routing is 2687 microns.
- The post-detailed-placement cell area is 1909 sq um.
- The total global-route track usage is 13.91%.
- IR analysis of the VDD net gives a maximum drop of 0.0003248 V.
- Using the TritonRoute via totals, the vias-per-cell ratio works out to 4.946.
- The portion of the clock cycle consumed by the worst path in the final layout is 59.95%.
- The floorplan step set the die width to 67.25 microns.
- Fill cells in the final layout number 351.
- The simple logic cell fraction of the synthesized area is 24.17%.
- The relative slew slack is 80.00%.
- The boundary pin count is 17.
- Setup slack on the worst path after placement came out at 1.504 ns.
- The final count of pins violating max slew is 0.
- The iteration-0 DRC count of the detailed router is 33.
- The worst setup path is captured at an output pin.
- The part of the power in combinational logic is 0%.
- The routed layout has 1093 vias.
- The power density normalized to cell area is 417.5 nW/um^2.
- For reference, the post-synthesis area per instance comes to 11.43 sq um.
- The first-pass GRT wire length is 4581 microns.
- The worst hold path belongs to the class flop to flop.
- The number of gates resized after cts is 0.
- The maximum buffer depth of the clock tree is 2.
- The cell type with the largest total area after synthesis is sky130_fd_sc_hd__edfxtp_1.
- The synthesized-area fraction occupied by ao, oa, aoi and oai cells is 0%.
- The buffers plus inverters on the worst setup path is 1.
- The synthesized-area fraction occupied by xor and xnor cells is 17.49%.
- Across all setup checks in the final design, the least slack found is 1.242 ns.
- The clock slew seen by the registers of the worst setup and hold paths is 0.07 ns.
- Sequential cells were found to cover 54.08% of the synthesized design area.
- Looking at the max-slew report, the worst-margin pin has a slew of 0.2996 ns.
- The sum of internal, switching and leakage power is 0.8327 mW.
- For the completed layout, the total cell area is recorded as 1994 sq um.
- The script extracted a net switching power of 0.1625 mW.
- The synthesized netlist devotes 2.204% of its cell area to adder and majority cells.
- The clock network is responsible for 38.0% of the overall power.
- The run finished with clean final reports.
- Setup repair after global routing left no endpoint under its margin.
- The post-synthesis register bit count is 38.
- Per the detail_route report, DRC violations left total 0.
- Of the post-synthesis cell area, the dominant cell type holds 28.21%.
- The critical-path cell with the highest stage delay is sky130_fd_sc_hd__clkdlybuf4s50_1.
- The die covers 4522 sq um.
- Endpoints failing hold in the final report were tallied at 0.
- Per the finish-stage timing summary, setup violations number 0.
- The number of global-route vias before repair is 1040.
- The category of the most critical setup path is flop to output pin.
- The highest net fanout along the worst path is 6.
- Buffers inserted to repair hold after CTS numbered 0.
- Per the CTS log, the root buffer master is sky130_fd_sc_hd__clkbuf_8.
- The smallest clock period supported by the final layout is computed as 1.858 ns.
- The fraction of layout cells with a size suffix above 1 is 7.602%.
- After layout, the setup clock skew is reported as 0.008554 ns.
- The longest individual stage delay on the worst path is 0.50 ns.
- The worst endpoint required time is 2.48 ns.
- The number of antenna violations at the first check in global routing is 0.
- The cell count after synthesis came out at 149.
- The area growth from synthesis to layout is 17.12%.
- On the critical path the data arrives at 1.24 ns.
- The number of synthesis warnings is 0.
- In this run the critical path is formed by clkdlybuf4s50_1.
- Summed over all layers, the global routing overflow is 0.
- In this run the maximum-capacitance check reported violations numbering 0.
- Of the total power, the share spent switching nets is 19.52%.
- The CTS tree is yes.
- The leakage component of the power was reported as 0.6864 nW.
- The final RePlAce weighted congestion is 0.8116.
- In this run the cell area of the synthesized design comes to 1703 sq um.
- The maximum clock frequency is 0.5381 GHz.
- Of the combinational cells, the family taking the most area is simple AND/OR/NAND/NOR gates.
- Detailed placement finished with a half-perimeter wire length of 1956 microns.
- Of the total power, registers draw 62.0%.
- The H-tree generated during clock tree synthesis spans 2 levels.
- The critical path launch point type is a flop.
- The cell family contributing the most delay on the critical path is buffers and inverters.
- Once the clock tree was built, the setup fixing pass inserted 0 buffers.
- Entering global routing, the biggest net connects 17 pins.
- As logged by OpenROAD, the buffers inserted on ports number 16.
## final timing paths
kind / slack (ns) / depth (start not counted) / start / endpoint
setup / recovery: 1.24 / 1 / led[11] / led[11]
hold reg to reg: 0.46 / 1 / refresh_clk_counter[0] / refresh_clk_counter[0]
setup reg to reg: 1.47 / 6 / refresh_clk_counter[0] / led[5]
hold / removal: 0.46 / 1 / refresh_clk_counter[0] / refresh_clk_counter[0]
## routing by layer
metal	wire, microns	track usage [%]	up-vias	part of all wire, %
met1	1416	21.76	495	53
met5	0	0	-	0
li1	-	-	576	-
met4	37	1.862	0	1.4
met2	1122	20.50	18	42
met3	110	4.281	4	4.1
## logic make-up (layout without fill, tap and decap cells)
kind of cell               Yosys count  in the layout
buffers and inverters                6             28
and+or+nand+nor                     68             68
adders and majority gates            3              3
DFF                                 38             38
xor gates and xnor gates            34             34
## cell usage after synthesis
| library cell | count |
|---|---|
| sky130_fd_sc_hd__and2_1 | 3 |
| sky130_fd_sc_hd__and3_1 | 6 |
| sky130_fd_sc_hd__and3_2 | 2 |
| sky130_fd_sc_hd__and4_1 | 4 |
| sky130_fd_sc_hd__buf_2 | 1 |
| sky130_fd_sc_hd__buf_6 | 1 |
| sky130_fd_sc_hd__clkbuf_4 | 1 |
| sky130_fd_sc_hd__dfxtp_1 | 22 |
| sky130_fd_sc_hd__edfxtp_1 | 16 |
| sky130_fd_sc_hd__ha_1 | 3 |
| sky130_fd_sc_hd__inv_1 | 3 |
| sky130_fd_sc_hd__nand2_1 | 10 |
| sky130_fd_sc_hd__nand3_1 | 18 |
| sky130_fd_sc_hd__nand3_4 | 1 |
| sky130_fd_sc_hd__nand4_1 | 9 |
| sky130_fd_sc_hd__nor2_1 | 5 |
| sky130_fd_sc_hd__nor3_1 | 4 |
| sky130_fd_sc_hd__nor3_4 | 1 |
| sky130_fd_sc_hd__nor4_1 | 3 |
| sky130_fd_sc_hd__nor4_4 | 1 |
| sky130_fd_sc_hd__nor4b_1 | 1 |
| sky130_fd_sc_hd__xnor2_1 | 26 |
| sky130_fd_sc_hd__xor2_1 | 8 |
## area by class of cell
class                   instances  area [sq um]  share of cell area [%]
clock inverters                 3         16.27                  0.8156
well taps                      50         62.56                   3.137
repair buffers                 17         167.7                   8.407
flip-flops and latches         38         920.9                   46.17
multi-input cells             105         747.0                   37.45
clock buffers                   5         68.82                   3.450
inverters                       3         11.26                  0.5646
## power by group through the flow
| stage | Clock, mW | Sequential [mW] | Combinational (mW) |
|---|---|---|---|
| after CTS | 0.330 | 0.516 | 0.000000282 |
| after global routing | 0.351 | 0.516 | 0.000000282 |
| final | 0.316 | 0.517 | 0.000000282 |
## cell usage in the layout, fill, tap and decap left out
| master | instances |
|---|---|
| sky130_fd_sc_hd__clkinvlp_4 | 1 |
| sky130_fd_sc_hd__nor3_4 | 1 |
| sky130_fd_sc_hd__and3_1 | 6 |
| sky130_fd_sc_hd__nor4_1 | 3 |
| sky130_fd_sc_hd__xor2_1 | 8 |
| sky130_fd_sc_hd__clkbuf_8 | 5 |
| sky130_fd_sc_hd__nand3_1 | 18 |
| sky130_fd_sc_hd__clkdlybuf4s50_1 | 16 |
| sky130_fd_sc_hd__and2_1 | 3 |
| sky130_fd_sc_hd__nor2_1 | 5 |
| sky130_fd_sc_hd__nand4_1 | 9 |
| sky130_fd_sc_hd__xnor2_1 | 26 |
| sky130_fd_sc_hd__clkinv_1 | 1 |
| sky130_fd_sc_hd__nand3_4 | 1 |
| sky130_fd_sc_hd__edfxtp_1 | 16 |
| sky130_fd_sc_hd__dfxtp_1 | 22 |
| sky130_fd_sc_hd__clkinv_2 | 1 |
| sky130_fd_sc_hd__and4_1 | 4 |
| sky130_fd_sc_hd__inv_1 | 3 |
| sky130_fd_sc_hd__nor4b_1 | 1 |
| sky130_fd_sc_hd__nor3_1 | 4 |
| sky130_fd_sc_hd__nor4_4 | 1 |
| sky130_fd_sc_hd__and3_2 | 2 |
| sky130_fd_sc_hd__nand2_1 | 10 |
| sky130_fd_sc_hd__buf_4 | 1 |
| sky130_fd_sc_hd__ha_1 | 3 |
## sequential cells by signal, summed over array words and instances, names as in the netlist
name,flops
refresh_clk_counter,22
led,16
## metrics by stage
stage	std cells	hold WS, ns	utilization, %
3_5_place_dp	213	0.4415	47.06
5_1_grt	221	0.4855	49.15
4_1_cts	221	0.4579	49.15
2_1_floorplan	149	0.4142	-
6_report	221	0.4580	49.15
3_3_place_gp	213	0.4239	47.06
No activity file was given, so power comes from the tool's default toggle rates.
