==> flow/design.v <==
module vga_true_random (
    input  clk_100mhz,   
    output hsync,        
    output vsync,        
    output [2:0] vga_red,    
    output [2:0] vga_green,  
    output [2:0] vga_blue    
);
    localparam H_ACTIVE   = 640;  
    localparam H_FP       = 16;   
    localparam H_SYNC     = 96;   
    localparam H_BP       = 48;   
    localparam H_TOTAL    = H_ACTIVE + H_FP + H_SYNC + H_BP;  
    localparam V_ACTIVE   = 480;  
    localparam V_FP       = 10;   
    localparam V_SYNC     = 2;    
    localparam V_BP       = 33;   
    localparam V_TOTAL    = V_ACTIVE + V_FP + V_SYNC + V_BP;  
    reg clk_25mhz= 0;       
    reg clk_cnt= 0;  
    wire x1, y1, z1;
    wire x2, y2, z2;
    wire xorrings;
    reg [9:0] h_count;  
    reg [9:0] v_count;  
    reg r_hsync;       
    reg r_vsync;       
    reg r_h_active;    
    reg r_v_active;    
    reg [2:0] r_vga_red;    
    reg [2:0] r_vga_green;  
    reg [2:0] r_vga_blue;   
    always @(posedge clk_100mhz) begin
        clk_cnt <= clk_cnt + 1;  
        if (clk_cnt==0 ) begin 
            clk_25mhz<= ~clk_25mhz;  
        end
    end
    (* DONT_TOUCH = "true" *) assign x1 = ~z1;
    (* DONT_TOUCH = "true" *) assign y1 = ~x1;
    (* DONT_TOUCH = "true" *) assign z1 = ~y1;
    (* DONT_TOUCH = "true" *) assign x2 = ~z2;
    (* DONT_TOUCH = "true" *) assign y2 = ~x2;
    (* DONT_TOUCH = "true" *) assign z2 = ~y2;
    assign xorrings= x1^x2;
    always @(posedge clk_25mhz) begin    
        if (h_count == H_TOTAL - 1) begin
            h_count <= 0;  
            if (v_count == V_TOTAL - 1) begin
                v_count <= 0;  
            end else begin
                v_count <= v_count + 1;  
            end
        end else begin
            h_count <= h_count + 1;  
        end
        if (h_count >= H_ACTIVE + H_FP && h_count < H_ACTIVE + H_FP + H_SYNC) begin
            r_hsync <= 0;  
        end else begin
            r_hsync <= 1;  
        end
        if (v_count >= V_ACTIVE + V_FP && v_count < V_ACTIVE + V_FP + V_SYNC) begin
            r_vsync <= 0;  
        end else begin
            r_vsync <= 1;  
        end
        r_h_active = (h_count < H_ACTIVE);
        r_v_active = (v_count < V_ACTIVE);
        if (r_h_active && r_v_active && xorrings) begin            
            r_vga_red   <= 7; 
            r_vga_green <= 7; 
            r_vga_blue  <= 7; 
        end else begin
            r_vga_red   <= 0;
            r_vga_green <= 0;
            r_vga_blue  <= 0;
        end
    end
    assign hsync     = r_hsync;
    assign vsync     = r_vsync;
    assign vga_red   = r_vga_red;
    assign vga_green = r_vga_green;
    assign vga_blue  = r_vga_blue;
endmodule
==> flow/run.sh <==
#!/bin/bash
# OpenROAD 26Q1-2900-gdf79404cd8, Yosys 0.63+post, stock flow scripts
make -C /OpenROAD-flow-scripts/flow DESIGN_CONFIG=/design/flow/config.mk WORK_HOME=/design/flow/orfs finish
==> flow/config.mk <==
export PLATFORM = sky130hd
export DESIGN_NAME = vga_true_random
export DESIGN_NICKNAME = vga_true_random
export VERILOG_FILES = /design/flow/design.v
export SDC_FILE = /design/flow/constraint.sdc
export NUM_CORES = 4
export LEC_CHECK = 1
export CORE_AREA = 10 10 89 89
export DIE_AREA = 0 0 99 99
export SYNTH_HDL_FRONTEND = slang
==> flow/constraint.sdc <==
current_design vga_true_random

set clk_period 1.5
set clk_io_pct 0.2

create_clock -name clk0 -period $clk_period [get_ports {clk_100mhz}]

set non_clock_inputs [all_inputs -no_clocks]
set_input_delay [expr $clk_period * $clk_io_pct] -clock clk0 $non_clock_inputs
set_output_delay [expr $clk_period * $clk_io_pct] -clock clk0 [all_outputs]
==> results_slide.txt <==
Implementation Results

Status
  – Outcome: complete, no violations

Final timing
  – Period minus WS final: 0.629 ns
  – WHS: 0.388 ns
  – RSZ-0062 raised after global routing: no
  – Actual slew at the worst max-slew pin: 0.696 ns
  – Finish-stage setup viols: 0
  – Fin. Hold Viols: 0
  – Register pins left without a clock: 22
  – Sum Neg Setup Slack: 0 ns
  – Slew headroom: 53.5%
  – Post-layout period usage: a little over two fifths
  – Slew Viols, Final: 0
  – Clock Skews: approximately 0.0074 ns
  – Endpoints left unconstrained: 34
  – Fmax: 1590 MHz

Clocking
  – Clk slew on worst S/H paths: about 0.030 ns
  – Clock latency (worst-skew pair): 0.21 ns
  – Setup repair bufs after CTS: 0
  – TritonCTS clock tree: built
  – CTS Buffer Depth: 2
  – Hold_buf cts: 0
  – H-tree levels: 1
  – Number of buffers created by CTS: 3
  – Post_cts resized: 0
  – CTS Root Cell: clkbuf_8

Power
  – Overall power: roughly 0.00028 W
  – PwrDens: ~220 nW/um^2
  – Maximum VDD drop: 0.341 mV
  – Static Leak: 0.524 nW

Routing
  – DRT antenna net count: 0
  – Detailed Route WL: 1.65 mm
  – Post-DR vias/cell: approximately 3.7
  – Met3 WL post-DR: 25 um
  – Highest metal used: met3
  – Initial DRC Count: 30
  – 1st-pass router iterations: 4
  – Routed WL per cell: 8.49 um
  – Diode count: 0
  – DRC: 0
  – Met2 wire length: between 700 and 800 um
  – Vias post-DR: between 700 and 800
  – Sum of routed wire segments on met1: 908 um

Yosys
  – FFs w/ async S/R, synth: 0%
  – Yosys Chip Area: around 1200 sq um
  – Post-synthesis cell area: between 1000 and 1500 sq um
  – Post-synth EDFFs: 11
  – Post-synth top area share: about 28%
  – Top cells, area: edfxtp_1 28%, dfxtp_1 22%, xor2_1 6.8%, buf_4 5.8%, ha_1 5.4%
  – # Cells Yosys: 113
  – Commonest register cell after synthesis: dfxtp_1
  – Synth Seq Share: 50.9%
  – Mapped Cells: roughly 110
  – Distinct cells, synth: 27
  – Ys Warns: 2
  – Synth Area per Inst: 10.3 sq um
  – Post-synth regs: 24
  – Post-synth top area cell: edfxtp_1

Finish
  – Util after Layout: 21.5%
  – Area delta synth->final: 11.1%
  – Share of layout cells above drive strength 1: 5.04%
  – Design area: 1290 sq um
  – # fillers: 648

Die
  – Chip area: 9800 sq um
  – I/O pin count: 12
  – Die width: 99 um
  – Core area: approximately 6000 sq um
  – Row count: 28
  – Die Height: ~99 um
  – Fp util: around 19%

Setup path
  – Crit-path cells: inv_1
  – Crit path DRT: roughly 1.4 ns
  – CP top delay family: flip-flops
  – Crit path arrival time: 0.56 ns
  – Slowest Stage Delay on Critical Path: 0.29 ns
  – Buf/Inv on CP: 1
  – Endpoint class of the critical path: register
  – Crit Reg-Reg Startpoint: clk_cnt$_DFF_P_
  – Crit-path max FO: 2
  – CP max-delay cell: dfxtp_1
  – WS Path Type: register to register
  – Element type at the critical path start: register
  – CP Launch Point: clk_cnt$_DFF_P_

Global route
  – First-pass GRT wire length: around 3 mm
  – GRT overflow: 0
  – Antenna violations before repair: 0
  – Vias in the first global route: 671
  – Total track usage: about 3.3%
  – Largest net degree at the start of global routing: 23

Run
  – Number of max-cap violations: 0
  – Tool warnings: 29

Placed design
  – GP Congestion: 0.802
  – Port buffer count: 2
  – Post-DP HPWL: 1.19 mm
  – Dpl cell area: 1240 sq um

Hold path
  – Hold Crit Class: register to register
  – Hold path start: clk_cnt$_DFF_P_
## kinds of logic (layout without fill, tap and decap cells)
logic type | after synthesis | count (layout) | share of synthesized area, %
other | 1 | 9 | 0.323
and+or+nand+nor | 44 | 44 | 20.8
DFF | 24 | 24 | 50.9
adders and majority gates | 5 | 5 | 5.39
AOI/OAI and AO/OA | 10 | 10 | 5.07
buffers and inverters | 17 | 15 | 8.41
xor gates and xnor gates | 12 | 12 | 9.06
## layout by cell type, fill, tap and decap left out, types with 2 or more instances in the layout
cell,count
or4_1,2
nand2_1,8
nor3_1,5
conb_1,9
nor2b_1,2
xnor2_1,3
a21oi_1,3
clkbuf_8,3
edfxtp_1,11
o31ai_1,2
nand3_1,7
xor2_1,9
dfxtp_1,13
nand4_1,3
o21ai_0,3
nor2_1,10
inv_1,8
clkdlybuf4s50_1,2
ha_1,5
## worst paths after layout
kind,end,slack (ns),cells past startpoint
worst min register to register,clk_cnt$_DFF_P_,0.39,1
worst max-delay path,clk_25mhz$_DFFE_PN_,0.87,1
worst max register to register,clk_25mhz$_DFFE_PN_,0.87,1
worst min-delay path,clk_cnt$_DFF_P_,0.39,1
## state kept, by name, summed over array words and instances, names as in the netlist
| register | count |
|---|---|
| clk_cnt | 1 |
| clk_25mhz | 1 |
| hsync | 1 |
| h_count | 10 |
| v_count | 10 |
| vsync | 1 |
## cells in the mapped netlist, types with 2 or more instances
master	n
a21oi_1	3
buf_4	9
dfxtp_1	13
edfxtp_1	11
ha_1	5
inv_1	8
nand2_1	8
nand3_1	7
nand4_1	3
nor2_1	10
nor2b_1	2
nor3_1	5
o21ai_0	3
o31ai_1	2
or4_1	2
xnor2_1	3
xor2_1	9
## report_power, final
group	internal, W	switching, W	total (W)
Combinational	0	0.00000108	0.00000108
Clock	0.000180	0.0000450	0.000225
Sequential	0.0000573	0	0.0000573
Total	0.000238	0.0000461	0.000284
## per-layer routing
metal  vias to the layer above  GRT usage, %
met5                         -             0
met4                         0         0.331
met3                         0         0.352
met2                         4          5.06
met1                       325          5.17
li1                        382             -
## per-stage QoR
step | setup slack [ns] | instances
after CTS | 0.865 | 194
after floorplan | 0.609 | 121
after detailed placement | 0.866 | 190
after global routing | 0.843 | 194
final | 0.871 | 194
after global placement | 0.874 | 190
## cell type report
class	count	area, sq um	area share [%]
Tap cell	75	93.8	7.28
Multi-Input combinational cell	80	502	38.9
Sequential cell	24	591	45.8
Timing Repair Buffer	3	27.5	2.14
Clock buffer	4	45.0	3.50
Inverter	8	30.0	2.33
Power and IR drop assume default switching activity.
